--- /design/flow/run.sh ---
#!/bin/bash
# OpenROAD 26Q1-2900-gdf79404cd8, Yosys 0.63+post, stock flow scripts
make -C /OpenROAD-flow-scripts/flow DESIGN_CONFIG=/design/flow/config.mk WORK_HOME=/design/flow/orfs finish
--- /design/flow/config.mk ---
export PLATFORM = sky130hd
export DESIGN_NAME = single_ram_module
export DESIGN_NICKNAME = single_ram_module
export VERILOG_FILES = /design/flow/design.v
export SDC_FILE = /design/flow/constraint.sdc
export NUM_CORES = 4
export LEC_CHECK = 1
export CORE_UTILIZATION = 30
--- /design/flow/constraint.sdc ---
current_design single_ram_module

set clk_period 20.4
set clk_io_pct 0.2

create_clock -name clk0 -period $clk_period [get_ports {i_clk}]

set non_clock_inputs [all_inputs -no_clocks]
set_input_delay [expr $clk_period * $clk_io_pct] -clock clk0 $non_clock_inputs
set_output_delay [expr $clk_period * $clk_io_pct] -clock clk0 [all_outputs]
--- /design/flow/design.v ---
`timescale 1ns / 1ps
module single_ram_module#(
    parameter           P_DATA_WIDTH    =   4   ,
    parameter           P_ADDR_DEPTH    =   128     
)(
    input                                   i_clk   ,
    input                                   i_rst   ,
    input                                   i_ena   ,
    input                                   i_wea   ,
    input  [P_DATA_WIDTH-1 : 0]             i_wdata ,
    input  [clogb2(P_ADDR_DEPTH-1)-1 : 0]   i_addr  ,
    output [P_DATA_WIDTH-1 : 0]             o_rdata    
);
function integer clogb2 (input integer bit_depth);              
	begin                                                           
	  for(clogb2=0; bit_depth>0; clogb2=clogb2+1)                   
	    bit_depth = bit_depth >> 1;                                 
	end                                                           
endfunction 
reg  [P_DATA_WIDTH-1 : 0]   r_reg_ram[P_ADDR_DEPTH-1 : 0];
assign o_rdata = (i_ena && !i_wea) ? r_reg_ram[i_addr] : 'd0;
integer i;
always @(posedge i_clk or posedge i_rst)begin
    if(i_rst)begin
        for(i = 0; i < P_ADDR_DEPTH; i = i + 1)
            r_reg_ram[i] <= 'd0;
    end
    else if(i_ena && i_wea)
        r_reg_ram[i_addr] <= i_wdata;
    else
        r_reg_ram[i_addr] <= r_reg_ram[i_addr];
end
endmodule
==> reports/results.ini <==
[placement]
gp_congestion = 1.09
portBuffers = 18
place_inst = 3567
dp_hpwl_mm = 74.7

[routing]
first_iter_violations = 2184
drt-pass1-iter-count = 6
wl_mm = 107
drtAntennaViolNets = 0
vias = 21100
drc_errors = 0
vias_per_cell = 5.78
routedWlPerCell_um = 29.2

[power_and_ir_drop]
combPwrFrac_pct = 12.5
p_sw_uw = 772
powerDensity_mw_per_mm2 = 96.6
power.internal_uw = 1830
leakage_uw = 0.0112
p_sw_share_pct = 29.7
seq_power_share_pct = 49.0
ir_drop_v = 0.0000566
clockPowerShare_pct = 38.5

[logic_synthesis]
syn_area_per_cell_sq_um = 9.17
edf_count = 0
syn_inst = 2620
yosysSeqAreaShare_pct = 53.4
topCellsByArea = dfrtp_1 53%, nand2_1 10%, o21ai_0 10%, nand3_1 3.8%, a22oi_1 1.8%
top_area_share_pct = 53.4
top_area_cell = dfrtp_1
ys_area_sq_mm = 0.0240
ys.flop_type = dfrtp_1
yosysWarnings = 2
syn_area_sq_mm = 0.0240
numSynthFlops = 512
synth.distinct_cells = 74
ys_cells = 2620
async_flop_share_pct = 100

[global_routing]
antenna_found_initial = 4
grt.overflow.total = 0
grt_max_degree = 95
grt_pass1_wl_mm = 154
track_usage_pct = 27.2
grt_pass1_vias = 20300

[clocking]
cts_root_buffer = clkbuf_16
ctsResizeCount = 0
h-tree-depth = 2
cts_hold_buf = 0
path_clk_slew_ps = 60
clock_latency_ps = 630
cts.sinks = 512
cts_tree = built
cts_inserted_buffers = 54
cts_buffer_depth = 3
post-cts-setup-buffer-count = 0

[cells_and_area]
fillCellCount = 8073
seqCellArea_sq_mm = 0.0128
area.growth.synth_to_final_pct = 12.1
logic_area_sq_mm = 0.0103
largest_register_ffs = 512
top_register = r_reg_ram
top_regs = r_reg_ram (512)
finalNonFillerCells = 3658
layout-drive-gt1-share_pct = 9.02

[sta]
fmax_mhz = 79.3
layout_min_cycle_time_ps = 12610
worstMarginPinSlew_ps = 930
slew_violations = 0
hold_violations = 0
setup_viol = 0
finalCritPeriodShare_pct = 61.8
rsz0062_at_grt = false
relSlewSlack_pct = 37.8
finClkSkew_ps = 27.7
fin_tns_setup_ps = 0

[min_path]
hold_class = flop to flop
hp-start = r_reg_ram[119][1]$_DFFE_PP0N_

[floorplanning]
dieArea_sq_mm = 0.0812
fp.dieH_um = 285
fp.dieW_um = 285
rows = 103
fp_util_pct = 30.4
coreArea_sq_mm = 0.0791
ios = 19

[critical_path]
worstPathArrival_ps = 8530
reg2reg_from = r_reg_ram[101][1]$_DFFE_PP0N_
endpoint_kind = primary output
critical_path_class = input pin to primary output
cp-startpoint = i_addr[6]
cp_data_required_time_ps = 16320
path_max_fanout = 58
startpoint_type = input pin

[run]
tool_warnings = 25
cap_violations = 0

[run_status]
status = finished clean

==> critical path, cell delays in order <==
cell and delay [ps]:
buf_2 370, buf_4 660, and3b_2 410, buf_4 350, a22oi_1 270, o22ai_1 120
nor4_1 610, nand4_1 440, a2111oi_0 640, nor2_1 80, clkdlybuf4s50_1 420
==> Yosys cell counts (8+ instances only) <==
master	n
a211o_1	10
a211oi_1	8
a21oi_1	21
a22oi_1	57
a32oi_1	23
and2_1	9
and3_1	24
and3b_1	18
and4b_1	15
buf_2	64
buf_4	22
buf_6	9
clkbuf_1	86
clkbuf_2	9
dfrtp_1	512
mux2_2	23
nand2_1	665
nand3_1	184
nand3b_1	19
nand4_1	65
nor2_1	20
nor2b_1	17
nor3b_1	19
nor4_1	20
nor4b_1	9
nor4bb_1	10
o2111ai_1	10
o211ai_1	27
o21ai_0	479
o21ai_1	36
o21ai_2	13
o22ai_1	12
==> final timing paths <==
kind	end	slack (ps)	cells after the start
setup / recovery	o_rdata[2]	7790	11
hold / removal	r_reg_ram[119][1]$_DFFE_PP0N_	470	2
setup reg to reg	r_reg_ram[16][1]$_DFFE_PP0N_	15590	10
hold reg to reg	r_reg_ram[119][1]$_DFFE_PP0N_	470	2
max in group asynchronous	r_reg_ram[102][3]$_DFFE_PP0N_	13840	5
min in group asynchronous	r_reg_ram[21][3]$_DFFE_PP0N_	4010	2
==> power groups by stage <==
stage     clock (uW)  combinational (uW)  sequential, uW
6_report        1000                 324            1270
5_1_grt         1060                 357            1280
4_1_cts         1020                 320            1270
==> cell families (layout without fill, tap and decap cells) <==
family | Yosys count | after routing | share of synthesized area [%]
mux | 25 | 25 | 1.16
other cells | 0 | 2 | 0
buf+inv | 205 | 191 | 4.30
compound gates | 745 | 745 | 18.5
flops | 512 | 512 | 53.4
simple gates | 1133 | 1133 | 22.7
==> routing by layer <==
layer,track usage [%],vias up,share of wire [%]
li1,-,9282,-
met1,38.0,10400,40
met2,38.2,1171,42
met3,11.9,267,13
met4,9.67,8,4.7
met5,0,-,0.052
==> metrics by stage <==
step / hold WS [ps] / util [%] / power (uW) / instance area, sq um / setup WS, ps
floorplan: 441 / - / 1440 / 24000 / 2020
global placement: 456 / 31.8 / 1600 / 25200 / 8110
detailed placement: 462 / 31.8 / 1600 / 25200 / 8140
CTS: 476 / 34.0 / 2610 / 26900 / 8140
global route: 494 / 34.0 / 2700 / 26900 / 7710
finish: 474 / 34.0 / 2600 / 26900 / 7790
==> layout by cell type (no fill, tap or decap), types with 17 or more instances in the layout <==
cell       Yosys  final
a21oi_1       21     21
nand3b_1      19     19
a22oi_1       57     57
o21ai_1       36     36
o21ai_0      479    479
nor2b_1       17     17
nand2_1      665    665
nor2_1        20     20
dfrtp_1      512    512
nand4_1       65     65
and3_1        24     23
o211ai_1      27     27
nor4_1        20     19
clkbuf_16      0     55
buf_4         22     80
nand3_1      184    184
a32oi_1       23     23
mux2_2        23     23
==> cell type report <==
cell class,instances,share of cell area (%)
well taps,1050,4.88
flip-flops and latches,512,47.6
diodes,2,0.0186
clock buffers,71,5.52
clock inverters,18,0.953
repair buffers,95,2.71
multi-input cells,1903,38.2
inverters,7,0.125
Power and IR drop assume default switching activity.
