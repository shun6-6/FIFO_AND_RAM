==> /design/flow/design.v <==
`timescale 1ns / 1ps
module asyn_fifo_module#(
    parameter                       P_DATA_WIDTH    =   4   ,
    parameter                       P_ADDR_DEPTH    =   16     
)(          
    input                           i_wclk      ,
    input                           i_wrst      ,
    input                           i_wr_en     ,
    input  [P_DATA_WIDTH-1 : 0]     i_wdata     ,
    output                          o_wfull     ,
    input                           i_rclk      ,
    input                           i_rrst      ,
    input                           i_rd_en     ,
    output [P_DATA_WIDTH-1 : 0]     o_rdata     ,
    output                          o_rempty    
);
function integer clogb2(input integer bit_depth);
begin
    for(clogb2 = 0; bit_depth>0; clogb2 = clogb2 + 1)
        bit_depth = bit_depth >> 1;
end
endfunction
localparam P_ADDR_WIDTH = clogb2(P_ADDR_DEPTH-1);
reg  [P_ADDR_WIDTH : 0]   r_waddr         ;
reg  [P_ADDR_WIDTH : 0]   r_raddr         ;
reg  [P_ADDR_WIDTH : 0]   r_gray_waddr    ;
reg  [P_ADDR_WIDTH : 0]   r_gray_raddr    ;
reg  [P_ADDR_WIDTH : 0]   r_gray_waddr_1d ;
reg  [P_ADDR_WIDTH : 0]   r_gray_waddr_2d ;
reg  [P_ADDR_WIDTH : 0]   r_gray_raddr_1d ;
reg  [P_ADDR_WIDTH : 0]   r_gray_raddr_2d ;
wire [P_ADDR_WIDTH : 0]   w_gray_waddr    ;
wire [P_ADDR_WIDTH : 0]   w_gray_raddr    ;
dual_ram_module#(
    .P_DATA_WIDTH   (P_DATA_WIDTH   ),
    .P_ADDR_DEPTH   (P_ADDR_DEPTH   )     
)dual_ram_module_u0(
    .i_wclk         (i_wclk     ),
    .i_wrst         (i_wrst     ),
    .i_rclk         (i_rclk     ),
    .i_rrst         (i_rrst     ),
    .i_ena          (i_wr_en && !o_wfull    ),
    .i_enb          (i_rd_en && !o_rempty   ),
    .i_wdata        (i_wdata    ),
    .i_waddr        (r_waddr[P_ADDR_WIDTH-1:0]),
    .i_raddr        (r_raddr[P_ADDR_WIDTH-1:0]),
    .o_rdata        (o_rdata    )   
);
binary2gray#(
    .BIN_WIDTH  (P_ADDR_WIDTH + 1   )
)binary2gray_waddr(
    .i_binary   (r_waddr            ),
    .o_gray     (w_gray_waddr       )    
);
binary2gray#(
    .BIN_WIDTH  (P_ADDR_WIDTH + 1   )
)binary2gray_raddr(
    .i_binary   (r_raddr            ),
    .o_gray     (w_gray_raddr       )           
);
assign o_wfull  = r_gray_waddr == {~r_gray_raddr_2d[P_ADDR_WIDTH:P_ADDR_WIDTH-1],r_gray_raddr_2d[P_ADDR_WIDTH-2:0]};
assign o_rempty = r_gray_raddr == r_gray_waddr_2d;
always @(posedge i_wclk or posedge i_wrst)begin
    if(i_wrst)
        r_waddr <= 'd0;
    else if(i_wr_en && !o_wfull)
        r_waddr <= r_waddr + 'd1;
    else
        r_waddr <= r_waddr;
end
always @(posedge i_rclk or posedge i_rrst)begin
    if(i_rrst)
        r_raddr <= 'd0;
    else if(i_rd_en && !o_rempty)
        r_raddr <= r_raddr + 'd1;
    else
        r_raddr <= r_raddr;
end
always @(posedge i_rclk or posedge i_rrst)begin
    if(i_rrst)
        r_gray_raddr <= 'd0;
    else
        r_gray_raddr <= w_gray_raddr;
end
always @(posedge i_wclk or posedge i_wrst)begin
    if(i_wrst)begin
        r_gray_raddr_1d <= 'd0;
        r_gray_raddr_2d <= 'd0;
    end
    else begin
        r_gray_raddr_1d <= r_gray_raddr;
        r_gray_raddr_2d <= r_gray_raddr_1d;
    end
end
always @(posedge i_wclk or posedge i_wrst)begin
    if(i_wrst)
        r_gray_waddr <= 'd0;
    else
        r_gray_waddr <= w_gray_waddr;
end
always @(posedge i_rclk or posedge i_rrst)begin
    if(i_rrst)begin
        r_gray_waddr_1d <= 'd0;
        r_gray_waddr_2d <= 'd0;
    end
    else begin
        r_gray_waddr_1d <= r_gray_waddr;
        r_gray_waddr_2d <= r_gray_waddr_1d;
    end
end
endmodule
`timescale 1ns / 1ps
module binary2gray#(
    parameter   BIN_WIDTH = 4
)(
    input  [BIN_WIDTH - 1 : 0]  i_binary    ,
    output [BIN_WIDTH - 1 : 0]  o_gray          
);
assign o_gray = (i_binary >> 1) ^ i_binary;
endmodule
`timescale 1ns / 1ps
module dual_ram_module#(
    parameter           P_DATA_WIDTH    =   4   ,
    parameter           P_ADDR_DEPTH    =   128     
)(
    input                                   i_wclk  ,
    input                                   i_wrst  ,
    input                                   i_rclk  ,
    input                                   i_rrst  ,
    input                                   i_ena   ,
    input                                   i_enb   ,
    input  [P_DATA_WIDTH-1 : 0]             i_wdata ,
    input  [clogb2(P_ADDR_DEPTH-1)-1 : 0]   i_waddr ,
    input  [clogb2(P_ADDR_DEPTH-1)-1 : 0]   i_raddr ,
    output [P_DATA_WIDTH-1 : 0]             o_rdata    
);
function integer clogb2 (input integer bit_depth);              
	begin                                                           
	  for(clogb2=0; bit_depth>0; clogb2=clogb2+1)                   
	    bit_depth = bit_depth >> 1;                                 
	end                                                           
endfunction 
reg  [P_DATA_WIDTH-1 : 0]   r_reg_ram[P_ADDR_DEPTH-1 : 0];
reg  [P_DATA_WIDTH-1 : 0]   ro_rdata    ;
assign o_rdata = ro_rdata;
integer i;
always @(posedge i_wclk or posedge i_wrst)begin
    if(i_wrst)begin
        for(i = 0; i < P_ADDR_DEPTH; i = i + 1)
            r_reg_ram[i] <= 'd0;
    end
    else if(i_ena)
        r_reg_ram[i_waddr] <= i_wdata;
    else
        r_reg_ram[i_waddr] <= r_reg_ram[i_waddr];
end
always @(posedge i_rclk or posedge i_rrst)begin
    if(i_rrst)
        ro_rdata <= 'd0;
    else if(i_enb)
        ro_rdata <= r_reg_ram[i_raddr];
    else
        ro_rdata <= ro_rdata;
end
endmodule
==> /design/flow/run.sh <==
#!/bin/bash
# OpenROAD 26Q1-2900-gdf79404cd8, Yosys 0.63+post, stock flow scripts
make -C /OpenROAD-flow-scripts/flow DESIGN_CONFIG=/design/flow/config.mk WORK_HOME=/design/flow/orfs finish
==> /design/flow/config.mk <==
export PLATFORM = sky130hd
export DESIGN_NAME = asyn_fifo_module
export DESIGN_NICKNAME = asyn_fifo_module
export VERILOG_FILES = /design/flow/design.v
export SDC_FILE = /design/flow/constraint.sdc
export NUM_CORES = 4
export LEC_CHECK = 1
export CORE_UTILIZATION = 40
==> /design/flow/constraint.sdc <==
current_design asyn_fifo_module

set clk_period 2.7
set clk_io_pct 0.2

create_clock -name clk0 -period $clk_period [get_ports {i_rclk}]
create_clock -name clk1 -period $clk_period [get_ports {i_wclk}]

set non_clock_inputs [all_inputs -no_clocks]
set_input_delay [expr $clk_period * $clk_io_pct] -clock clk0 $non_clock_inputs
set_output_delay [expr $clk_period * $clk_io_pct] -clock clk0 [all_outputs]
==> results.txt <==
impl run done, here's what came out: RSZ-0062 raised after global routing no, Worst Path Arrival 2.73 ns, Slew HR 24.1%, initial drt markers 463, CP Capture Point dual_ram_module_u0.r_reg_ram[4][2], DR vias 4578, flops & latches, synth 108, post-synth tally of flip-flops with integrated enable 0, initial antenna violation count 0, Yosys Instances 519, Final Power 9950 uW, Worst Tran Pin Value 1.13 ns, Hold Path Class flip-flop to flip-flop, vias in the first global route 4402, clk_skew 0.00740 ns, Reg-to-Reg End dual_ram_module_u0.r_reg_ram[4][2], Cell Type Count 54, I/O pins 16, Yosys warning count 3, Core Rows 42, Main synth FF type dfrtp_1, run status finished clean, CP required 2.92 ns, count of antenna-violating nets left after detailed routing 0, Worst Setup End Kind flip-flop, Initial Util 41.4%, Synth Cell Area 5550 um^2, setup TNS 0 ns, Seq pwr share 33.8%, routed vias/inst 6.33, reg-to-reg slack, setup 0.19 ns, combinational power share 48.5%, final worst setup slack 0.185 ns, Setup Buffers After CTS 0, CP Class flip-flop to flip-flop, Pint 5530 uW, reg2reg start r_waddr[2], core area 13400 um^2, Yosys top cell by area dfrtp_1, Final Hold Slack 0.303 ns, drt first pass iters 6, clock power share 17.6%, Inserted Diodes 0, IO buf count 14, Synth Instances 519, hold_buf cts 0, Die Footprint 14400 um^2, power density cells 1580 nW/um^2, # Max-Cap Violations 0, Sw Share 44.4%, Log Warnings 38, placed cells 703, routed length per instance 23.6 um, largest net degree at the start of global routing 85, Vert. Die Dim 120 um, path depth of the worst reg2reg path 8, Static Leakage 0.00270 uW, aggregate routed wire length 17000 um, Avg Cell Area, Syn 10.7 um^2, CP startpoint kind flip-flop, share of layout cells above drive strength 1 13.0%, maximum fanout along the worst path 16, post_cts resized 0, first-pass GRT wire length 26700 um, most frequent logic cell in the layout dfrtp_1, Worst-path clk slew 0.07 ns, post-synthesis sequential area ratio 48.7%, Layout area overhead 13.8%, P_sw 4420 uW, gr usage total 25.8%, top cells, area dfrtp_1 (49%), o221ai_1 (9.3%), nand2_1 (6.4%), a22o_1 (4.4%), ha_1 (4.1%), Final Hold Violation Tally 0, Max Slew Vio Count 0, Final setup viols 0, Dominant cell area share 48.7%, total gr overflow 0, clock sink total 108, most instantiated logic cells after routing dfrtp_1 (108), nand2_1 (94), o221ai_1 (59), buf_4 (32), a22o_1 (28), # DRC 0, Die X 120 um, yosys stat chip area 5550 um^2, placer congestion estimate 0.979, CTS tree built, async set-reset flop share out of synthesis 100%, worst slack at placement 0.239 ns, worst vdd ir 0.531 mV, critical path startpoint r_waddr[2], Final HPWL DP 12000 um, post-layout instance count excluding filler cells 723
[synthesized netlist by cell type, drive strengths merged, types with 9 or more instances]
cell type	number
a22o	31
a22oi	16
buf	33
dfrtp	108
ha	18
inv	17
nand2	94
nand3	26
nor2	12
o221ai	62
xnor2	11
xor2	9
[worst max-delay path: stages (launching register included)]
cell	delay, ns
dfrtp_1	0.44
inv_1	0.09
ha_1	0.46
a22oi_1	0.28
nand2_1	0.08
a222oi_1	0.28
and4_1	0.38
buf_4	0.23
o221ai_1	0.12
[layer usage]
layer	GRT usage (%)	wire length (um)	share of wire [%]	up-vias
met5	0	0	0	-
met4	8.20	672	3.9	0
met3	9.85	1980	12	44
met2	33.3	6860	40	259
met1	40.6	7530	44	2242
li1	-	-	-	2033
[kinds of logic after synthesis]
logic type      share of synthesized area, %
simple gates                            11.8
mux                                    0.203
buf+inv                                 6.20
compound gates                          25.9
fa+ha+maj                               4.06
flops                                   48.7
xor+xnor                                3.16
[power groups by stage]
| stage | sequential [uW] | clock [uW] | combinational [uW] |
|---|---|---|---|
| after CTS | 3340 | 1780 | 4730 |
| after global routing | 3440 | 1830 | 5220 |
| final | 3370 | 1750 | 4830 |
[state kept, by name, indices dropped and copies added, names as in the netlist]
signal	cells
dual_ram_module_u0.r_reg_ram	64
r_gray_raddr	5
r_gray_raddr_1d	5
r_gray_raddr_2d	5
r_gray_waddr	5
r_gray_waddr_1d	5
r_gray_waddr_2d	5
r_raddr	5
r_waddr	5
dual_ram_module_u0.ro_rdata	4
[layout make-up]
type	instances	area (um^2)
flip-flops and latches	108	2700
inverters	17	67.6
clock buffers	13	304
repair buffers	47	400
clock inverters	7	116
multi-input cells	355	2500
well taps	176	220
fillers	1163	7090
[per-stage QoR]
step                instance area, um^2  utilization, %
floorplan                          5550               -
global placement                   5890            44.0
detailed placement                 5890            44.0
CTS                                6310            47.1
global route                       6310            47.1
finish                             6310            47.1
[worst min path at each step]
stage                 cells after the start  slack (ns)            endpoint            start
after global routing                      0        0.31  r_gray_raddr_1d[2]  r_gray_raddr[2]
final                                     0        0.30  r_gray_raddr_1d[4]  r_gray_raddr[4]
after CTS                                 0        0.30  r_gray_raddr_1d[4]  r_gray_raddr[4]
Power is estimated from default activity; no workload was simulated.
