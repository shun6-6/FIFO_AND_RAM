==> /design/flow/design.v <==
`timescale 1ns / 1ps
module dual_ram_module#(
    parameter           P_DATA_WIDTH    =   4   ,
    parameter           P_ADDR_DEPTH    =   128     
)(
    input                                   i_wclk  ,
    input                                   i_wrst  ,
    input                                   i_rclk  ,
    input                                   i_rrst  ,
    input                                   i_ena   ,
    input                                   i_enb   ,
    input  [P_DATA_WIDTH-1 : 0]             i_wdata ,
    input  [clogb2(P_ADDR_DEPTH-1)-1 : 0]   i_waddr ,
    input  [clogb2(P_ADDR_DEPTH-1)-1 : 0]   i_raddr ,
    output [P_DATA_WIDTH-1 : 0]             o_rdata    
);
function integer clogb2 (input integer bit_depth);              
	begin                                                           
	  for(clogb2=0; bit_depth>0; clogb2=clogb2+1)                   
	    bit_depth = bit_depth >> 1;                                 
	end                                                           
endfunction 
reg  [P_DATA_WIDTH-1 : 0]   r_reg_ram[P_ADDR_DEPTH-1 : 0];
reg  [P_DATA_WIDTH-1 : 0]   ro_rdata    ;
assign o_rdata = ro_rdata;
integer i;
always @(posedge i_wclk or posedge i_wrst)begin
    if(i_wrst)begin
        for(i = 0; i < P_ADDR_DEPTH; i = i + 1)
            r_reg_ram[i] <= 'd0;
    end
    else if(i_ena)
        r_reg_ram[i_waddr] <= i_wdata;
    else
        r_reg_ram[i_waddr] <= r_reg_ram[i_waddr];
end
always @(posedge i_rclk or posedge i_rrst)begin
    if(i_rrst)
        ro_rdata <= 'd0;
    else if(i_enb)
        ro_rdata <= r_reg_ram[i_raddr];
    else
        ro_rdata <= ro_rdata;
end
endmodule
`timescale 1ns / 1ps
module syn_fifo_module#(
    parameter                       P_DATA_WIDTH    =   4   ,
    parameter                       P_ADDR_DEPTH    =   16     
)(          
    input                           i_clk       ,
    input                           i_rst       ,
    input                           i_wr_en     ,
    input  [P_DATA_WIDTH-1 : 0]     i_wdata     ,
    output                          o_wfull     ,
    input                           i_rd_en     ,
    output [P_DATA_WIDTH-1 : 0]     o_rdata     ,
    output                          o_rempty    
);
function integer clogb2(input integer bit_depth);
begin
    for(clogb2 = 0; bit_depth>0; clogb2 = clogb2 + 1)
        bit_depth = bit_depth >> 1;
end
endfunction
reg  [clogb2(P_ADDR_DEPTH-1) : 0]   r_waddr     ;
reg  [clogb2(P_ADDR_DEPTH-1) : 0]   r_raddr     ;
reg                                 ro_wfull    ;
reg                                 ro_rempty   ;
assign o_wfull  = r_raddr == {!r_waddr[clogb2(P_ADDR_DEPTH-1)],r_waddr[clogb2(P_ADDR_DEPTH-1)-1:0]};
assign o_rempty = r_raddr == r_waddr;
dual_ram_module#(
    .P_DATA_WIDTH   (P_DATA_WIDTH   ),
    .P_ADDR_DEPTH   (P_ADDR_DEPTH   )     
)dual_ram_module_u0(
    .i_wclk         (i_clk      ),
    .i_wrst         (i_rst      ),
    .i_rclk         (i_clk      ),
    .i_rrst         (i_rst      ),
    .i_ena          (i_wr_en && !o_wfull    ),
    .i_enb          (i_rd_en && !o_rempty   ),
    .i_wdata        (i_wdata    ),
    .i_waddr        (r_waddr[clogb2(P_ADDR_DEPTH-1)-1:0]),
    .i_raddr        (r_raddr[clogb2(P_ADDR_DEPTH-1)-1:0]),
    .o_rdata        (o_rdata    )   
);
always @(posedge i_clk or posedge i_rst)begin
    if(i_rst)
        r_waddr <= 'd0;
    else if(i_wr_en && !o_wfull)
        r_waddr <= r_waddr + 'd1;
    else
        r_waddr <= r_waddr;
end
always @(posedge i_clk or posedge i_rst)begin
    if(i_rst)
        r_raddr <= 'd0;
    else if(i_rd_en && !o_rempty)
        r_raddr <= r_raddr + 'd1;
    else
        r_raddr <= r_raddr;
end
endmodule
==> /design/flow/run.sh <==
#!/bin/bash
# OpenROAD 26Q1-2900-gdf79404cd8, Yosys 0.63+post, stock flow scripts
make -C /OpenROAD-flow-scripts/flow DESIGN_CONFIG=/design/flow/config.mk WORK_HOME=/design/flow/orfs finish
==> /design/flow/config.mk <==
export PLATFORM = sky130hd
export DESIGN_NAME = syn_fifo_module
export DESIGN_NICKNAME = syn_fifo_module
export VERILOG_FILES = /design/flow/design.v
export SDC_FILE = /design/flow/constraint.sdc
export NUM_CORES = 4
export LEC_CHECK = 1
export CORE_UTILIZATION = 50
==> /design/flow/constraint.sdc <==
current_design syn_fifo_module

set clk_period 4.0
set clk_io_pct 0.2

create_clock -name clk0 -period $clk_period [get_ports {i_clk}]

set non_clock_inputs [all_inputs -no_clocks]
set_input_delay [expr $clk_period * $clk_io_pct] -clock clk0 $non_clock_inputs
set_output_delay [expr $clk_period * $clk_io_pct] -clock clk0 [all_outputs]
==> impl_metrics.toml <==
# yosys + openroad results
[global_routing]
grt_remaining_overflow = 0
antenna_found_initial = 0
grt_pass1_vias = 3575
grt_usage_pct = 32.25
grt_max_degree = 49
grt_pass1_wl_um = 20890

[setup_path]
critPathKind = "reg -> reg"
cp_slowest_cell = "nor3b_2"
crit_path_start_kind = "register"
path_cells = "inv_1 > ha_1 > nor3b_2 > a32oi_1 > o211a_1 > a311o_1 > a31oi_1"
path_buffers = 1
cp_max_fo = 17
arrival_ns = 3.37
cpPeakStageDelay_ns = 0.71
crit_family = "AND-OR/OR-AND gates"
crit_path_end_kind = "register"
cp.required_ns = 4.27

[placed_design]
placed_area_um2 = 4563
dp_cells = 566
pre_cts_ws_ns = 0.9876
place_congestion = 0.9392
portBuffers = 13
hpwl_um = 9090

[clock_network]
root_buffer = "clkbuf_8"
cts_buffer_depth = 2
clk_pin_slew_ns = 0.08
worstSkewPairLatency_ns = 0.36
post_cts_buffers = 0
hold_buffers = 0
post_cts_resize_count = 0
cts_tree = "built"
htree_levels = 3
cts_num_sinks = 78
numCtsBuffers = 9

[timing]
finClkSkew_ns = 0.01169
report.final.setup_viol = 0
fin_ws_ns = 0.8994
finalMaxSlewViolations = 0
worst_pin_slew_ns = 0.7857
fmax_mhz = 322.5
hold_viol_final = 0
post-route-period-util_pct = 77.51
min_period_ns = 3.101
max-slew-margin-rel_pct = 47.62
fin_tns_setup_ns = 0
grt_setup_unrepaired = "no"

[run]
tool_warnings = 31
drv_cap = 0

[power]
pwr-share-seq_pct = 33.6
pwr-share-clk_pct = 13.0
power.density_nw_per_um2 = 981.4
vdd_drop_max_mv = 0.3398
p_sw_mw = 2.241
p_leak_nw = 1.825
intPower_mw = 2.434
p_sw_share_pct = 47.93
p_comb_share_pct = 53.4

[detailed_routing]
via_count = 3812
drc_errors = 0
wirelength_um = 13460
dr.pass1.iters = 8
n_antenna_cell = 0
wl_per_cell_um = 23.12
viasPerCell = 6.550
drt-initial-drc-count = 277
final_antenna_net_count = 0

[synth]
edf_count = 0
netlist_area_um2 = 4451
ff_type = "dfrtp_1"
synthTopCellsByArea = "dfrtp_1 44%, a31oi_1 8.0%, nor2_1 6.7%, a31oi_2 2.8%, a22oi_1 2.5%"
yosys_warnings = 3
yosysChipArea_um2 = 4451
ys_ff = 78
synth_cells = 478
top_cell_area_share_pct = 43.86
syn_area_per_cell_um2 = 9.311
async_flop_share_pct = 100.0
yosysUniqueCellTypes = 57
synth-seq-area-share_pct = 43.86
top_area_cell = "dfrtp_1"
ys_cells = 478

[status]
outcome = "completed"

[floorplan]
die_h_um = 96.35
core_um2 = 8678
io-pin-count = 14
die_area_um2 = 9282
dieWidth_um = 96.35
core_util_floorplan_pct = 51.28
placementRows = 34

[layout]
final_cells = 582
final_area_um2 = 4763
area_delta_synth_final_pct = 7.028
final_layout_size_suffix_gt1_share_pct = 10.97
final_layout_top_logic_cell = "nor2_1"
lay_top_cells = "79 x nor2_1, 78 x dfrtp_1, 57 x a31oi_1"

[min_path]
hp-class = "reg -> reg"
-- sequential cells by signal, indices dropped and copies added, names as in the netlist --
| register | flops |
|---|---|
| dual_ram_module_u0.ro_rdata | 4 |
| dual_ram_module_u0.r_reg_ram | 64 |
| r_raddr | 5 |
| r_waddr | 5 |
-- synth_stat cells, drive strengths merged (2+ instances only) --
cell type and instances:
dfrtp 78, a31oi 67, a22oi 15, o311ai 2, a311o 3, a221oi 9, ha 8, xnor2 12
a22o 7, o21ai 15, nor3 4, clkbuf 7, nand3 10, nor2 79, nor4 2, buf 38
mux2i 7, inv 11, o22ai 3, a211oi 4, nand4 5, a21oi 13, nor3b 2, a32oi 2
nand2 28, mux2 5, a222oi 5, and2 8, nor2b 4, and3 6, o32ai 2, o31ai 3
-- cells by family after synthesis --
group | after synthesis | share of synthesized area (%)
compound gates | 159 | 26.34
simple gates | 151 | 15.49
flops | 78 | 43.86
buf+inv | 57 | 6.494
xor+xnor | 13 | 2.727
mux | 12 | 2.839
fa+ha+maj | 8 | 2.249
-- cell type report --
cell class,instances,area (µm²)
clock buffer,11,141.4
sequential,78,1952
tap,108,135.1
multi-input combinational,343,2210
clock inverter,5,58.81
inverter,12,46.29
fill,806,3915
timing repair buffer,25,220.2
-- routing by layer --
layer  up-vias  GRT usage [%]  share of wire (%)
met5         -              0                  0
met4         0          9.191                3.1
met3        26          6.104                7.4
met2       170          47.52                 45
met1      1854          50.56                 45
li1       1762              -                  -
-- worst paths after layout --
check                                                            from                                              to  slack [ns]  cells after the start
min in group asynchronous                                       i_rst  dual_ram_module_u0.r_reg_ram[3][2]$_DFFE_PP0N_        0.84                      3
setup reg to reg                               r_waddr[0]$_DFFE_PP0P_  dual_ram_module_u0.r_reg_ram[5][1]$_DFFE_PP0N_        0.90                      7
hold / removal             dual_ram_module_u0.ro_rdata[3]$_DFFE_PP0P_      dual_ram_module_u0.ro_rdata[3]$_DFFE_PP0P_        0.48                      2
setup / recovery                               r_waddr[0]$_DFFE_PP0P_  dual_ram_module_u0.r_reg_ram[5][1]$_DFFE_PP0N_        0.90                      7
hold reg to reg            dual_ram_module_u0.ro_rdata[3]$_DFFE_PP0P_      dual_ram_module_u0.ro_rdata[3]$_DFFE_PP0P_        0.48                      2
max in group asynchronous                                       i_rst  dual_ram_module_u0.r_reg_ram[0][1]$_DFFE_PP0N_        2.64                      3
-- power groups by stage --
stage	Sequential, mW	Combinational (mW)	Clock (mW)
5_1_grt	1.62	2.72	0.651
6_report	1.57	2.50	0.607
4_1_cts	1.56	2.45	0.620
-- worst min-delay path: cells and delay by family (launching register included) --
kind             cells  cell delay, ns
flip-flops           1            0.35
AND-OR/OR-AND        1            0.05
AND/OR/NAND/NOR      1            0.05
-- per-stage QoR --
stage                     power, mW  hold slack (ns)  util [%]
after CTS                     4.634           0.4838     54.89
after detailed placement      4.016           0.4648     52.58
after global placement        4.015           0.4615     52.58
final                         4.675           0.4800     54.89
after floorplan               3.344           0.4241         -
after global routing          4.987           0.5157     54.89
Power is estimated from default activity; no workload was simulated.
